$ cat flow/design.v
module generate_clk (
        input      clk_raw,
        output     clk_50M,clk_50M_P
    );
    assign clk_50M=clk_raw;
    assign clk_50M_P=~clk_raw;
endmodule  
module sdram_aref (
        input      clk,
        input      rst_n,
        output reg [3:0]sdram_cmds,
        output wire [12:0]sdram_addrs,
        output      sdram_aref_req,
        input       sdram_aref_en,
        output      sdram_aref_done,
        input       sdram_init_done_flag
    );
    parameter CLK_FREQ_MHz = 50;
    localparam AREF_CNT_MAX=7 * CLK_FREQ_MHz;
    reg [$clog2(AREF_CNT_MAX+1)-1:0] aref_cnt;
    reg flag_aref_working;
    always @(posedge clk or negedge rst_n) begin
        if(!rst_n) begin
            flag_aref_working<= 1'b0;
        end
        else if (sdram_aref_en) begin
            flag_aref_working<= 1'b1;
        end
        else if(sdram_aref_done) begin
            flag_aref_working<= 1'b0;
        end
    end
    always @(posedge clk or negedge rst_n) begin
        if(!rst_n) begin
            aref_cnt <= 0;
        end
        else if (aref_cnt >= AREF_CNT_MAX)
            aref_cnt <= 0;
        else if (sdram_init_done_flag)
            aref_cnt <= aref_cnt+1'b1;
    end
    assign sdram_aref_req =(aref_cnt >= AREF_CNT_MAX)? 1'b1:1'b0;
    reg [2:0]sdram_aref_cmd_cnt;
    always @(posedge clk or negedge rst_n) begin
        if(!rst_n) begin
            sdram_aref_cmd_cnt <= 0;
        end
        else begin
            if (flag_aref_working) begin
                sdram_aref_cmd_cnt <= sdram_aref_cmd_cnt+1'b1;
            end
            else begin
                sdram_aref_cmd_cnt<=0;
            end
        end
    end
    assign sdram_addrs=13'b0_0100_0000_0000;
    localparam CMD_MODE_REG_SET = 4'b0000;
    localparam CMD_NOP = 4'b0111;
    localparam CMD_PRECHARGE_ALL_BANK = 4'b0010;
    localparam CMD_AUTO_REFRESH = 4'b0001;
    always @(posedge clk or negedge rst_n) begin
        if(!rst_n) begin
            sdram_cmds<= CMD_NOP;
        end
        else
        case (sdram_aref_cmd_cnt)
            1:
                sdram_cmds<= CMD_PRECHARGE_ALL_BANK;
            2:
                sdram_cmds<= CMD_AUTO_REFRESH;
            default:
                sdram_cmds<= CMD_NOP;
        endcase
    end
    assign sdram_aref_done = (sdram_aref_cmd_cnt >= 3) ?1'b1:1'b0;
endmodule  
module sdram_init (
        input      clk,
        input      rst_n,
        output reg [3:0]sdram_cmds,
        output wire [12:0]sdram_addrs,
        output      sdram_init_done
    );
    localparam  CLK_FREQ_MHz = 50;
    localparam  INIT_200US = 200_000/(1000/CLK_FREQ_MHz)+1;
    reg [$clog2(INIT_200US+1)-1:0] init_200us_cnt;
    wire init_start;
    reg [3:0]init_cmd_cnt;
    always @(posedge clk or negedge rst_n) begin
        if(!rst_n)
            init_200us_cnt <= 0;
        else if (~init_start) begin
            init_200us_cnt <=init_200us_cnt+1'b1 ;
        end
    end
    assign  init_start= init_200us_cnt>=INIT_200US;
    always @(posedge clk or negedge rst_n) begin
        if(!rst_n) begin
            init_cmd_cnt <= 0;
        end
        else if (init_start && ~sdram_init_done) begin
            init_cmd_cnt<=init_cmd_cnt+1'b1;
        end
    end
    localparam MODE_REG_SET = 4'b0000;
    localparam NOP = 4'b0111;
    localparam PRECHARGE_ALL_BANK = 4'b0010;
    localparam AUTO_REFRESH = 4'b0001;
    always @(posedge clk or negedge rst_n) begin
        if(!rst_n) begin
            sdram_cmds <= NOP;
        end
        else if (init_start)
        case (init_cmd_cnt)
            1:
                sdram_cmds <= PRECHARGE_ALL_BANK;
            2:
                sdram_cmds <= AUTO_REFRESH;
            6:
                sdram_cmds <= AUTO_REFRESH;
            10:
                sdram_cmds <= MODE_REG_SET;
            default:
                sdram_cmds <= NOP;
        endcase
    end
    assign sdram_addrs =
           (sdram_cmds==MODE_REG_SET)? 13'b0000_00_011_0010:
           13'b1111_11111_1111;
    assign sdram_init_done = init_cmd_cnt>=12;
endmodule  
module sdram_top (
        input      clk_raw,      
        input      rst_n,
        output   reg   CSn,
        output   reg   RASn,
        output   reg   CASn,
        output   reg   WEn,
        output   reg   [12:0]SDRAM_ADDR,
        output    [15:0]SDRAM_DQ,
        output    [1:0]SDRAM_BS,
        output    [1:0]SDRAM_DQM,
        output         SDRAM_CLK,
        output         SDRAM_CKE
    );
    wire 	clk;
    wire 	clk_P;       
    generate_clk u_generate_clk(
                     .clk_raw   		( clk_raw   		),
                     .clk_50M   		( clk   		),
                     .clk_50M_P 		( clk_P 		)
                 );
    localparam STATE_INIT   =   5'b00001;         
    localparam STATE_ARBIT  =   5'b00010;         
    localparam STATE_AREF   =   5'b00100;         
    localparam STATE_WRITE  =   5'b01000;         
    localparam STATE_READ   =   5'b10000;         
    wire [3:0]	sdram_init_cmds;
    wire 	sdram_init_done_flag;
    wire [12:0]sdram_init_addrs;
    wire [3:0]	    sdram_aref_cmds;
    wire [12:0]     sdram_aref_addrs;
    wire 	sdram_aref_done_flag;
    wire     sdram_aref_req;
    reg     sdram_aref_en;
    reg [4:0] state, next;
    always @(posedge clk or negedge rst_n) begin
        if(!rst_n) begin
            state<= STATE_INIT;
        end
        else begin
            state <= next;
        end
    end
    always @(*) begin
        case (state)
            STATE_INIT:
                next=sdram_init_done_flag?STATE_ARBIT:STATE_INIT;
            STATE_ARBIT:
                next=sdram_aref_en?STATE_AREF:STATE_ARBIT;
            STATE_AREF:
                next=sdram_aref_done_flag?STATE_ARBIT:STATE_AREF;
            default:
                next=STATE_ARBIT;
        endcase
    end
    always @(posedge clk or negedge rst_n) begin
        if(!rst_n) begin
            sdram_aref_en<= 0;
        end
        else begin
            if (state ==STATE_ARBIT && sdram_aref_req ) begin
                sdram_aref_en<= 1'b1;
            end
            else begin
                sdram_aref_en<= 1'b0;
            end
        end
    end
    always @(*) begin
        case (state)
            STATE_INIT: begin
                {CSn,RASn,CASn,WEn}=sdram_init_cmds;
                SDRAM_ADDR=sdram_init_addrs;
            end
            STATE_AREF: begin
                {CSn,RASn,CASn,WEn}=sdram_aref_cmds;
                SDRAM_ADDR=sdram_aref_addrs;
            end
            default:  begin
                {CSn,RASn,CASn,WEn}=sdram_aref_cmds;
                SDRAM_ADDR=sdram_aref_addrs;
            end
        endcase
    end
    assign SDRAM_DQM=2'b00;   
    assign SDRAM_CLK=clk_P;  
    assign SDRAM_CKE=1'b1;       
    assign SDRAM_BS=2'b00;  
    sdram_init u_sdram_init(
                   .clk             		( clk             		),
                   .rst_n           		( rst_n           		),
                   .sdram_cmds      		( sdram_init_cmds      		),
                   .sdram_addrs     		( sdram_init_addrs     		),
                   .sdram_init_done 		( sdram_init_done_flag 		)
               );
    sdram_aref u_sdram_aref(
                   .clk             		( clk             		),
                   .rst_n           		( rst_n           		),
                   .sdram_cmds      		( sdram_aref_cmds      		),
                   .sdram_addrs     		( sdram_aref_addrs     		),
                   .sdram_aref_req  		( sdram_aref_req  		),
                   .sdram_aref_en   		( sdram_aref_en   		),
                   .sdram_aref_done 		( sdram_aref_done_flag 		),
                   .sdram_init_done_flag    (sdram_init_done_flag)
               );
endmodule  
$ cat flow/config.mk
export PLATFORM = sky130hd
export DESIGN_NAME = sdram_top
export DESIGN_NICKNAME = sdram_top
export VERILOG_FILES = /design/flow/design.v
export SDC_FILE = /design/flow/constraint.sdc
export NUM_CORES = 4
export LEC_CHECK = 1
export CORE_UTILIZATION = 40
$ cat flow/constraint.sdc
current_design sdram_top

set clk_period 4.4
set clk_io_pct 0.2

create_clock -name clk0 -period $clk_period [get_ports {clk_raw}]

set non_clock_inputs [all_inputs -no_clocks]
set_input_delay [expr $clk_period * $clk_io_pct] -clock clk0 $non_clock_inputs
set_output_delay [expr $clk_period * $clk_io_pct] -clock clk0 [all_outputs]
$ cat flow/run.sh
#!/bin/bash
# OpenROAD 26Q1-2900-gdf79404cd8, Yosys 0.63+post, stock flow scripts
make -C /OpenROAD-flow-scripts/flow DESIGN_CONFIG=/design/flow/config.mk WORK_HOME=/design/flow/orfs finish
==> impl_metrics.json <==
{
  "status": "finished clean",
  "p_sw_share_pct": 19.0,
  "p_sw_mw": 0.145,
  "cts_tree": "yes",
  "route.detailed.drc": 0,
  "yosysSeqAreaShare_pct": 44.7,
  "drive_gt1_share_pct": 11.3,
  "cts_inserted_buffers": 5,
  "wl_um": 3620,
  "vias": 1437,
  "topCellsByArea": "dfrtp_1, buf_4, dfstp_2",
  "rsz0062_at_grt": "false",
  "top_area_share_pct": 36.8,
  "chipArea_um2": 6090,
  "worstSetupStartpointType": "clock port",
  "yosysUniqueCellTypes": 43,
  "cts-hold-fix-buffers": 0,
  "critPathBufInv": 4,
  "hold_violations": 0,
  "cap_violations": 0,
  "crit_fanout": 12,
  "drtIter0Drc": 57,
  "grt_max_degree": 42,
  "path_clk_slew_ps": 70,
  "pwr_density_cell_nw_per_um2": 303,
  "io_pins": 41,
  "power_frac_comb_pct": 1.1,
  "htree_num_levels": 2,
  "seqPwrFrac_pct": 49.4,
  "holdWs_ps": 473,
  "critPathTopFamily": "buffers and inverters",
  "slowest_stage": "clkdlybuf4s50_1",
  "fillerInstances": 535,
  "irDropWorstVdd_uv": 188,
  "pwr-share-clk_pct": 49.5,
  "comb_area_um2": 1030,
  "synthesis.area_um2": 2310,
  "via_per_inst": 4.74,
  "post_cts_buffers": 0,
  "hpwl_um": 2370,
  "root_buffer": "clkbuf_8",
  "ant_nets": 0,
  "maxSlewViolCount": 0,
  "core_um2": 5540,
  "top_area_cell": "dfrtp_1",
  "yosysWarnings": 19,
  "grt_pass1_wl_um": 6590,
  "antennaDiodeCount": 0,
  "die_width_um": 78.1,
  "grt_pass1_vias": 1371,
  "max-slew-margin-rel_pct": 52.2,
  "cp-end-kind": "primary output",
  "dieHeight_um": 78.1,
  "setup_viol": 0,
  "crit_arrival_ps": 3000,
  "register_area_um2": 1030,
  "worst_skew_pair.late_latency_ps": 300,
  "lay_top_cells": "dfrtp_1, conb_1, xnor2_1, clkdlybuf4s50_1, nor2_1",
  "grt_overflow_total": 0,
  "rows": 27,
  "synthCells": 222,
  "syn2layout_area_growth_pct": 9.03,
  "path_cells": "clkbuf_8 -> clkbuf_8 -> inv_1 -> clkdlybuf4s50_1",
  "crit_top_cell": "clkbuf_8",
  "firstDrtPassIters": 4,
  "wl_per_cell_um": 12.0,
  "cts-resized-gates": 0,
  "synthArstFlopShare_pct": 100,
  "warnings": 34,
  "p_leak_nw": 1.13,
  "antenna_found_initial": 0,
  "min_path_type": "reg -> reg",
  "path_class": "clk -> out",
  "gp_congestion": 0.819,
  "yosys_cells": 222,
  "initial_core_util_pct": 41.8,
  "gr-usage-all-layers_pct": 13.8,
  "tightest_slew_ps": 716,
  "clock_skew_ps": 14.1,
  "worst_path_largest_cell_delay_ps": 450,
  "layout_top_cell": "dfrtp_1",
  "synth_area_per_cell_um2": 10.4,
  "portBuffers": 18,
  "tns_ps": 0,
  "numSynthFlops": 41,
  "ff_type": "dfrtp_1",
  "p_int_mw": 0.618,
  "ys_area_um2": 2310,
  "edf_count": 0,
  "cp_data_required_time_ps": 3520,
  "cts_buffer_depth": 2
}
## flip-flops by register name (all words and copies together), names as in the netlist
signal	flops
u_sdram_aref.sdram_cmds	3
u_sdram_init.init_200us_cnt	14
u_sdram_init.sdram_cmds	3
u_sdram_aref.flag_aref_working	1
state	3
u_sdram_aref.aref_cnt	9
u_sdram_init.init_cmd_cnt	4
sdram_aref_en	1
u_sdram_aref.sdram_aref_cmd_cnt	3
## cell families (layout without fill, tap and decap cells)
group                      after synthesis  count (layout)  share of synthesized area [%]
AOI/OAI and AO/OA                       26              26                           8.59
xor gates and xnor gates                20              20                           7.57
adders and majority gates               12              12                           6.49
buffers and inverters                   50              39                           13.8
DFF                                     41              41                           44.7
muxes                                    7               7                           3.51
other                                    2              22                          0.324
and+or+nand+nor                         64              64                           15.0
## power groups by stage
stage | sequential (mW) | combinational (mW) | clock [mW]
global route | 0.377 | 0.0112 | 0.408
CTS | 0.377 | 0.00945 | 0.389
finish | 0.377 | 0.00846 | 0.378
## area by class of cell
class	count	area share, %
Multi-Input combinational cell	151	41.0
Clock buffer	6	3.12
Tap cell	72	3.57
Sequential cell	41	41.0
Inverter	10	1.49
Timing Repair Buffer	19	7.14
Clock inverter	4	2.68
## worst paths after layout
check	start	to	slack [ps]	depth (start not counted)
max reg2reg	u_sdram_init.init_200us_cnt[1]	u_sdram_init.init_200us_cnt[1]	1800	6
min reg2reg	u_sdram_init.init_200us_cnt[10]	u_sdram_init.init_200us_cnt[10]	470	1
min in group asynchronous	rst_n	u_sdram_init.init_cmd_cnt[0]	640	2
max	clk_raw	SDRAM_CLK	520	4
min	u_sdram_init.init_200us_cnt[10]	u_sdram_init.init_200us_cnt[10]	470	1
max in group asynchronous	rst_n	u_sdram_init.sdram_cmds[1]	3370	2
## per-layer routing
metal  share of wire, %  up-vias  global-route usage (%)
li1                   -      712                       -
met3                4.2        7                    2.48
met4                2.0        0                    2.04
met2                 40       36                    19.8
met5                  0        -                       0
met1                 54      682                    23.1
## synth_stat cells, types with 2 or more instances
master,count
dfrtp_1,34
buf_4,33
xnor2_1,17
nor2_1,15
ha_1,12
inv_1,11
nand2_1,10
nand4_1,8
dfstp_2,7
and3_1,6
and2_1,5
mux2_2,5
nor2b_1,5
o21ai_0,5
clkbuf_1,4
nor3_1,4
a21oi_1,3
nand3_1,3
o2111ai_1,3
xor2_1,3
a211oi_1,2
a22o_1,2
and4_1,2
conb_1,2
nand2b_1,2
o21a_1,2
## through the flow
| step | util, % | total power, mW | cells | cell area (um2) | setup slack (ps) |
|---|---|---|---|---|---|
| after global placement | 43.2 | 0.411 | 295 | 2390 | 857 |
| after CTS | 45.6 | 0.775 | 303 | 2520 | 507 |
| final | 45.6 | 0.763 | 303 | 2520 | 523 |
| after floorplan | - | 0.399 | 242 | 2390 | 1310 |
| after detailed placement | 43.2 | 0.411 | 295 | 2390 | 857 |
| after global routing | 45.6 | 0.796 | 303 | 2520 | 491 |
No activity file was given, so power comes from the tool's default toggle rates.
